$ cat flow/design.v
module decoder5to32(enable, select, out_add);
    input           enable;
    input   [4:0]   select;
    output reg [31:0]  out_add;
always @(*) 
    begin
    if (enable) 
        begin
            case(select)
                5'b00000: out_add = 32'b0000_0000_0000_0000_0000_0000_0000_0001;
                5'b00001: out_add = 32'b0000_0000_0000_0000_0000_0000_0000_0010;
                5'b00010: out_add = 32'b0000_0000_0000_0000_0000_0000_0000_0100;
                5'b00011: out_add = 32'b0000_0000_0000_0000_0000_0000_0000_1000;
                5'b00100: out_add = 32'b0000_0000_0000_0000_0000_0000_0001_0000;
                5'b00101: out_add = 32'b0000_0000_0000_0000_0000_0000_0010_0000;
                5'b00110: out_add = 32'b0000_0000_0000_0000_0000_0000_0100_0000;
                5'b00111: out_add = 32'b0000_0000_0000_0000_0000_0000_1000_0000;
                5'b01000: out_add = 32'b0000_0000_0000_0000_0000_0001_0000_0000;
                5'b01001: out_add = 32'b0000_0000_0000_0000_0000_0010_0000_0000;
                5'b01010: out_add = 32'b0000_0000_0000_0000_0000_0100_0000_0000;
                5'b01011: out_add = 32'b0000_0000_0000_0000_0000_1000_0000_0000;
                5'b01100: out_add = 32'b0000_0000_0000_0000_0001_0000_0000_0000;
                5'b01101: out_add = 32'b0000_0000_0000_0000_0010_0000_0000_0000;
                5'b01110: out_add = 32'b0000_0000_0000_0000_0100_0000_0000_0000;
                5'b01111: out_add = 32'b0000_0000_0000_0000_1000_0000_0000_0000;
                5'b10000: out_add = 32'b0000_0000_0000_0001_0000_0000_0000_0000;
                5'b10001: out_add = 32'b0000_0000_0000_0010_0000_0000_0000_0000;
                5'b10010: out_add = 32'b0000_0000_0000_0100_0000_0000_0000_0000;
                5'b10011: out_add = 32'b0000_0000_0000_1000_0000_0000_0000_0000;
                5'b10100: out_add = 32'b0000_0000_0001_0000_0000_0000_0000_0000;
                5'b10101: out_add = 32'b0000_0000_0010_0000_0000_0000_0000_0000;
                5'b10110: out_add = 32'b0000_0000_0100_0000_0000_0000_0000_0000;
                5'b10111: out_add = 32'b0000_0000_1000_0000_0000_0000_0000_0000;
                5'b11000: out_add = 32'b0000_0001_0000_0000_0000_0000_0000_0000;
                5'b11001: out_add = 32'b0000_0010_0000_0000_0000_0000_0000_0000;
                5'b11010: out_add = 32'b0000_0100_0000_0000_0000_0000_0000_0000;
                5'b11011: out_add = 32'b0000_1000_0000_0000_0000_0000_0000_0000;
                5'b11100: out_add = 32'b0001_0000_0000_0000_0000_0000_0000_0000;
                5'b11101: out_add = 32'b0010_0000_0000_0000_0000_0000_0000_0000;
                5'b11110: out_add = 32'b0100_0000_0000_0000_0000_0000_0000_0000;
                5'b11111: out_add = 32'b1000_0000_0000_0000_0000_0000_0000_0000;
            endcase
        end
    else
        out_add = 32'b0000_0000_0000_0000_0000_0000_0000_0000;
    end
endmodule
$ cat flow/run.sh
#!/bin/bash
# OpenROAD 26Q1-2900-gdf79404cd8, Yosys 0.63+post, stock flow scripts
make -C /OpenROAD-flow-scripts/flow DESIGN_CONFIG=/design/flow/config.mk WORK_HOME=/design/flow/orfs finish
$ cat flow/config.mk
export PLATFORM = sky130hd
export DESIGN_NAME = decoder5to32
export DESIGN_NICKNAME = decoder5to32
export VERILOG_FILES = /design/flow/design.v
export SDC_FILE = /design/flow/constraint.sdc
export NUM_CORES = 4
export LEC_CHECK = 1
export CORE_AREA = 10 10 70 70
export DIE_AREA = 0 0 80 80
$ cat flow/constraint.sdc
current_design decoder5to32

set clk_period 1.6
set clk_io_pct 0.2

create_clock -name clk0 -period $clk_period

set non_clock_inputs [all_inputs -no_clocks]
set_input_delay [expr $clk_period * $clk_io_pct] -clock clk0 $non_clock_inputs
set_output_delay [expr $clk_period * $clk_io_pct] -clock clk0 [all_outputs]
==> ci_impl_report.md <==
### Yosys + OpenROAD results

| Metric | Value |
|---|---|
| Final HPWL from detailed placement | 1380 um |
| Worst relative slew slack | 0.839 |
| Core Area | 3420 sq um |
| Non-filler instance count after layout | 153 |
| Final number of hold-violating endpoints | 0 |
| Synth Warn # | 1 |
| Layout cells sized above 1 | 0.533 |
| Cell count after placement | 132 |
| # Cells Yosys | 47 |
| Registers | 0 |
| Netlist area before placement | 234 sq um |
| Non-Filler Cell Area, Final | 900 sq um |
| Endpoint, Worst Hold | out_add[19] |
| Placed Area | 691 sq um |
| Crit. End Element | output port |
| HP Start | select[4] |
| Sequential fraction of the synthesis area | 0 |
| Switching power share of the total | 0.436 |
| Combined flip-flop and latch cell area | 0 sq um |
| Power per cell area | 145 nW/um^2 |
| Antenna violations before repair | 0 |
| Share of the clock period used by the worst path | 0.995 |
| Tool Warnings | 33 |
| Layout overhead on the synthesized area | 284% |
| Cell mode on critical path | sky130_fd_sc_hd__buf_6 |
| Most instantiated logic cell after routing | sky130_fd_sc_hd__nor2_1 |
| Antenna diodes | 0 |
| Portion of total power attributed to combinational logic | 1.000 |
| Number of pins with negative max-slew slack in the final report | 0 |
| Drt via density | 3.69 |
| Io pins | 38 |
| Placer Congestion | 0.757 |
| Maxcap violations | 0 |
| Vias post-DR | 564 |
| Kind of launch point of the worst setup path | input port |
| Max FO, Critical Path | 3 |
| Number of buffers inserted by hold repair at cts | 0 |
| Delay of the slowest critical-path stage | 0.54 ns |
| # clk buffers | 0 |
| Wire length of the first global-routing pass | 2940 um |
| Largest vdd supply drop | 34.9 uV |
| Setup repair after global routing missed its margin | true |
| Max Clock Freq | 628 MHz |
| HP Class | in -> out |
| First DRT Iteration DRCs | 27 |
| Post-Place Setup Slack | -0.618 ns |
| Arrival @ worst endpoint | 1.27 ns |
| Total number of placement rows | 21 |
| Total power consumption of the routed design | 0.000131 W |
| DRT Wirelength | 2000 um |
| Gr ovfl total | 0 |
| DIE HEIGHT | 80 um |
| First drt pass iteration count | 2 |
| Cell type group with the largest total delay on the critical path | simple AND/OR/NAND/NOR gates |
| GRT Resource Usage Total | 0.0568 |
| Pin count of the biggest net entering global routing | 9 |
| Core Util at FP | 0.0685 |
| Count of cells along the worst hold path | 4 |
| Count of distinct cell types in the synthesized netlist | 9 |
| Most common logic cells in the final layout | 22 x sky130_fd_sc_hd__nor2_1, 21 x sky130_fd_sc_hd__dlygate4sd2_1, 20 x sky130_fd_sc_hd__buf_4 |
| Path type of the worst setup path | in -> out |
| Buffers and inverters on the worst path | 3 |
| Mean instance size in the synthesized netlist | 4.98 sq um |
| Number of routed nets with antenna violations | 0 |
| Critical path, cell by cell | buf_6 > or4b_4 > buf_6 > nor2_1 > buf_2 |
| Time the final worst path needs with I/O delays and setup | 1.59 ns |
| Final routed wire length divided by cell count | 13.1 um |
| Leak | 0.465 nW |
| Result of the run | finished clean |
| Number of global-route vias before repair | 549 |
| Smallest setup slack after layout | 0.00739 ns |
| Share of total power in the clock network | 0 |
| Post-route setup TNS | 0 ns |
| Critical path data required time | 1.28 ns |
| Slowest cell on crit path | sky130_fd_sc_hd__or4b_4 |
| Total Die Area | 6400 sq um |
| Sw Pwr | 0.0000569 W |
| Final setup vio count | 0 |
| Summed standard-cell area reported by yosys | 234 sq um |
| Internal power of the cells | 0.0000737 W |
| Mapped Cells | 47 |
| Part of the total power dissipated in sequential elements | 0 |
| Worst Max-Slew Pin Slew | 0.241 ns |
| Drc violations | 0 |
| Number of buffers inserted by port buffering | 38 |
| Die width | 80 um |
==> tightest hold or removal path, cell delays in order <==
cell and delay [ns]:
sky130_fd_sc_hd__buf_4 0.13, sky130_fd_sc_hd__nand2b_4 0.13, sky130_fd_sc_hd__nor2_2 0.04, sky130_fd_sc_hd__clkbuf_2 0.08
==> synth_stat cells <==
library cell	n	area share
sky130_fd_sc_hd__or4b_4	1	0.059
sky130_fd_sc_hd__nand4_1	1	0.027
sky130_fd_sc_hd__or2_2	1	0.027
sky130_fd_sc_hd__nor2_1	32	0.51
sky130_fd_sc_hd__nand2b_1	2	0.053
sky130_fd_sc_hd__nand4bb_1	3	0.14
sky130_fd_sc_hd__clkbuf_1	3	0.048
sky130_fd_sc_hd__nand2_1	1	0.016
sky130_fd_sc_hd__nand4b_1	3	0.11
==> worst max-delay path by stage <==
stage,slack (ns),to,cells after the start,start
CTS,0.0009,out_add[16],4,select[3]
global route,-0.02,out_add[0],5,select[1]
finish,0.007,out_add[0],5,select[1]
==> area by class of cell <==
cell class,instances,area [sq um]
fill,365,2520
timing repair buffer,63,515
multi-input combinational,44,327
tap,46,57.6
==> cell families after synthesis <==
group / Yosys count / synth area share
AND/OR/NAND/NOR: 44 / 0.952
buffers and inverters: 3 / 0.0481
==> metrics by stage <==
step	hold slack (ns)	utilization
after floorplan	0.765	-
after global routing	1.06	0.263
final	1.04	0.263
after detailed placement	1.69	0.202
after global placement	1.69	0.202
after CTS	1.05	0.258
==> timing repair <==
action                                  4_1_cts  5_1_grt
endpoints found under the hold margin         0        0
setup buffers                                24        2
endpoints found under the setup margin       32       13
pin swaps                                    38        5
gates resized                                94       13
==> power groups by stage <==
stage	logic (W)	clock network [W]	registers, W
after CTS	0.000125	0	0
after global routing	0.000141	0	0
final	0.000131	0	0
==> per-layer routing <==
metal	track usage	vias to the layer above	share of wire
li1	-	278	-
met1	0.0686	264	0.40
met2	0.0955	22	0.46
met3	0.0250	0	0.14
met4	0.00176	0	0
met5	0	-	0
Power and IR drop assume default switching activity.
