===== flow/design.v =====
module register(clock, enable, in_reg, out_reg);
    input clock, enable;
    input   [31:0] in_reg;
    output reg [31:0] out_reg;
    always@(posedge clock)
            if(enable)
                out_reg <= in_reg;
endmodule

===== flow/constraint.sdc =====
current_design register

set clk_period 1.0
set clk_io_pct 0.2

create_clock -name clk0 -period $clk_period [get_ports {clock}]

set non_clock_inputs [all_inputs -no_clocks]
set_input_delay [expr $clk_period * $clk_io_pct] -clock clk0 $non_clock_inputs
set_output_delay [expr $clk_period * $clk_io_pct] -clock clk0 [all_outputs]

===== flow/run.sh =====
#!/bin/bash
# OpenROAD 26Q1-2900-gdf79404cd8, Yosys 0.63+post, stock flow scripts
make -C /OpenROAD-flow-scripts/flow DESIGN_CONFIG=/design/flow/config.mk WORK_HOME=/design/flow/orfs finish

===== flow/config.mk =====
export PLATFORM = sky130hd
export DESIGN_NAME = register
export DESIGN_NICKNAME = register
export VERILOG_FILES = /design/flow/design.v
export SDC_FILE = /design/flow/constraint.sdc
export NUM_CORES = 4
export LEC_CHECK = 1
export CORE_AREA = 10 10 95 95
export DIE_AREA = 0 0 105 105

==> reports/qor.log <==
INFO  run_status     outcome=finished clean
INFO  sta            layout_worst_path_cycle_share=97.5%
INFO  yosys          synth.yosys.chip_area=961µm²
INFO  job            drv_cap=0
INFO  critical_path  worstSetupEndpoint=out_reg[17]
INFO  finish         layout_top_cells=33 x sky130_fd_sc_hd__buf_2, 32 x sky130_fd_sc_hd__clkdlybuf4s50_1, 32 x sky130_fd_sc_hd__edfxtp_1, 5 x sky130_fd_sc_hd__clkbuf_8
INFO  critical_path  arrival=0.78ns
INFO  global_routing grt_first_pass_wirelength=4.04mm
INFO  route          drtPass1Iterations=3
INFO  floorplan      die_area=11000µm²
INFO  critical_path  cpLargestDelayFamily=flip-flops
INFO  clock_tree     clock_tree_from_tritoncts=done
INFO  yosys          synth-cells-yosys=32
INFO  finish         multiInputCombCellCount=0
INFO  sta            worstMarginPinSlew=0.113ns
INFO  route          routed_via_density=2.87
INFO  sta            report.final.hold_viol_count=0
INFO  power_and_ir_drop irDropWorstVdd=597µV
INFO  finish         layoutNonFillerInstCount=203
INFO  critical_path  critical_path_cell_count=1
INFO  min_path       worst_hold_path_class=input port to register
INFO  finish         lay_top_count=sky130_fd_sc_hd__buf_2
INFO  placed_design  port-buffer-count=65
INFO  critical_path  path_max_fanout=1
INFO  floorplan      die_h=105µm
INFO  global_routing antenna_found_initial=0
INFO  clock_tree     clock-sinks=32
INFO  placed_design  place_worst_setup_slack=-0.0239ns
INFO  finish         fillers=729
INFO  global_routing vias_in_the_first_global_route=632
INFO  yosys          synth.yosys.seq_area_share=100%
INFO  placed_design  numPlacedInstances=195
INFO  critical_path  timing.critical_path.from_type=register
INFO  sta            setup-violations-final=0
INFO  yosys          post_synth_inst_count=32
INFO  clock_tree     cts-root-to-sink-buffers=2
INFO  global_routing largest_net_degree_at_the_start_of_global_routing=20
INFO  route          num_antenna_cells=0
INFO  critical_path  end_kind=output pin
INFO  clock_tree     h-tree-depth=2
INFO  global_routing global_route.overflow_total=0
INFO  route          drt_iter0_markers=24
INFO  yosys          average_cell_area_after_synthesis=30.0µm²
INFO  floorplan      number_of_i_o_pins=66
INFO  yosys          ys_warn_count=1
INFO  clock_tree     tritoncts.num_buffers=5
INFO  sta            timing.fmax=1030MHz
INFO  finish         layout_cells_sized_above_1=39.3%
INFO  critical_path  criticalPathCategory=register to output pin
INFO  finish         comb_area=0µm²
INFO  sta            final_period_minus_worst_setup_slack=0.975ns
INFO  critical_path  critPathSlowestCell=sky130_fd_sc_hd__edfxtp_1
INFO  critical_path  cp.buffers_inverters=1
INFO  critical_path  worst_path_cell_trace=buf_2
INFO  yosys          synth_flop_count=32
INFO  floorplan      floorplan.rows=30
INFO  critical_path  stage_delay_of_the_slowest_cell_on_the_critical_path=0.37ns
INFO  placed_design  post_place_cell_area=1770µm²
INFO  route          drt-total-wl=2.74mm
INFO  clock_tree     cts.root.buffer_cell=sky130_fd_sc_hd__clkbuf_8
INFO  clock_tree     clk_pin_slew_worst_paths=0.06ns
INFO  power_and_ir_drop power.density_cell_area=1660nW/µm²
INFO  yosys          count_of_unique_library_cells_instantiated_by_yosys=1
INFO  route          vias=582
INFO  critical_path  cp-startpoint=out_reg[17]
INFO  finish         largest_reg_flops=32
INFO  route          post_detailed_route_drc_marker_count=0
INFO  power_and_ir_drop power.total=0.00280W
INFO  yosys          post_synth_instance_area=961µm²
INFO  global_routing track_usage=4.83%
INFO  finish         flow.area_growth_from_synthesis=75.8%
INFO  route          postRouteAntennaNets=0
INFO  placed_design  final_estimated_routing_congestion_in_global_placement=0.690
INFO  sta            max_slew_margin_vs_limit=92.5%
INFO  floorplan      placeable_core_area=6910µm²
INFO  critical_path  timing.critical_path.required=0.80ns
INFO  sta            grt_setup_unrepaired=yes
INFO  sta            slew_violations=0
INFO  floorplan      initCoreUtil=13.9%
INFO  finish         layout.cell_area.non_filler=1690µm²
INFO  clock_tree     cts_hold_buffers=0
INFO  clock_tree     postCtsSetupBuffers=0
INFO  sta            timing.setup.tns=0ns
INFO  floorplan      die_width=105µm
INFO  route          post_drt_wl_per_cell=13.5µm
INFO  sta            final_critical_path_setup_slack=0.0245ns
INFO  power_and_ir_drop power.leakage=0.632nW
INFO  job            tool_warnings=27
through the flow:
stage / utilization [%] / hold WS (ns)
3_5_place_dp: 25.6 / 0.632
2_1_floorplan: - / 0.299
3_3_place_gp: 25.6 / 0.636
4_1_cts: 24.5 / 0.335
5_1_grt: 24.5 / 0.336
6_report: 24.5 / 0.340
cells by family after synthesis:
group	after synthesis	synth area share (%)
flops	32	100
worst min path at each step:
stage                  start         end  slack, ns  cells past startpoint
after global routing  enable  out_reg[0]       0.34                      2
after CTS             enable  out_reg[0]       0.33                      2
final                 enable  out_reg[0]       0.34                      2
timing repair:
action	4_1_cts	5_1_grt
pin swaps	0	0
setup endpoints to repair	32	13
hold endpoints to repair	0	0
gates resized	100	0
where the power goes:
part	switching, W	internal (W)
registers	0.0000190	0.00159
clock network	0.000466	0.000472
logic	0.0000651	0.000186
total	0.000550	0.00225
cells in the mapped netlist:
cell type                  count  share of area [%]
sky130_fd_sc_hd__edfxtp_1     32                100
routing by layer:
metal	part of all wire, %	vias up	global-route usage, %
met2	46	41	7.70
met5	0	-	0
met3	14	3	3.35
li1	-	276	-
met4	1.1	0	0.784
met1	39	262	5.29
cell type report:
class	instances	area, µm²	area share, %
repair buffers	67	526	31.1
well taps	96	120	7.11
flip-flops and latches	32	961	56.9
clock buffers	5	68.8	4.07
clock inverters	3	13.8	0.815
Power is estimated from default activity; no workload was simulated.
